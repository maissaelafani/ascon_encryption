## flow/config.mk

```make
export PLATFORM = sky130hd
export DESIGN_NAME = dff_64
export DESIGN_NICKNAME = dff_64
export VERILOG_FILES = /design/flow/design.v
export SDC_FILE = /design/flow/constraint.sdc
export NUM_CORES = 4
export LEC_CHECK = 1
export CORE_UTILIZATION = 50
```

## flow/constraint.sdc

```tcl
current_design dff_64

set clk_period 1.1
set clk_io_pct 0.2

create_clock -name clk0 -period $clk_period [get_ports {clock_i}]

set non_clock_inputs [all_inputs -no_clocks]
set_input_delay [expr $clk_period * $clk_io_pct] -clock clk0 $non_clock_inputs
set_output_delay [expr $clk_period * $clk_io_pct] -clock clk0 [all_outputs]
```

## flow/design.v

```verilog
`timescale 1ns/1ps
module dff_64				 
(
	input  logic[63:0] d_i, 
	input  logic clock_i,
	input  logic resetb_i,
	input logic enable_i,
	output logic[63:0] q_o
);
always_ff @(posedge clock_i or negedge resetb_i)
	begin : seq_0
		if (resetb_i == 0)
			q_o <= {64'h0, 64'h0, 64'h0, 64'h0};
		else if (enable_i == 1)
			q_o <= d_i;
	end : seq_0
endmodule : dff_64
```

## flow/run.sh

```bash
#!/bin/bash
# OpenROAD 26Q1-2900-gdf79404cd8, Yosys 0.63+post, stock flow scripts
make -C /OpenROAD-flow-scripts/flow DESIGN_CONFIG=/design/flow/config.mk WORK_HOME=/design/flow/orfs finish
```

==> changes_impl.md <==
## Flow update

* Biggest register: q_o
* Vias in the first global route at around 1700
* Chip Width at about 75 um
* Seq cells post-synth at 64
* CP Class: flop to output port
* Tcrit/Tclk final at 101.8%
* Fin Clk Skew at 0 ps
* Violated checks: hold timing, setup timing
* Placer Congestion at approximately 0.75
* Pre-CTS WS at -14.27 ps
* Max Clk Rate at 893.2 MHz
* Worst Setup SP: q_o[46]
* Max reg flops at roughly 64
* RSZ-0062 raised after global routing: yes
* Required @ worst endpoint at just under 900 ps
* Worst Path Max Fanout at 2
* Final hold violations at 64
* Power share of the combinational group at 18.3%
* Vias per cell at about 4.6
* CP cell instances: buf_2
* Setup-failing EPs final at 3
* R2R Path Start: q_o[28]
* CTS tree: built
* WL/cell at ~18 um
* Met3 global-route usage at 7.327%
* Top cell family by delay on the critical path: flip-flops
* Area leader share at 59.79%
* Slowest-stage cell, CP: dfrtp_1
* Post-synth seq share at 59.79%
* Global Route Usage Sum at 25.12%
* DR iter-0 viols at 64
* Startpoint Class: flop
* Net switching power at 1.270 mW
* H-Tree Depth at 3
* Late-Pin Clk Latency at 330 ps
* LEAKAGE at 2.058 nW
* Final core utilization at 80.50%
* Internal power at about 4.8 mW
* Sink Count at 64
* CP endpoint kind: output port
* Pwr/cell area at ~1500 mW/mm^2
* Max-cap violations at 0
* Status: finished, violations left
* Chip Area, Yosys at 0.002679 mm^2
* Top cells by area: dfrtp_1, mux2_4, buf_12
* Ys cells at 135
* CTS buffer count at 9
* Arrival @ worst endpoint at 900 ps
* Root Driver: clkbuf_8
* Least-Margin Pin Slew at 331.1 ps
* Area growth syn-to-layout at 54.46%
* Die Ht at 75.20 um
* Chip Area at 0.005654 mm^2
* Synthesis warning total at 1
* Clock Pin Slew Worst Setup and Hold Paths at 60 ps
* Routed Antenna Nets at 0
* Synth Cell Area at 0.002679 mm^2
* CP bufs+invs at 1
* Top Registers: q_o: 64 flops
* Vias at 1729
* Clk pwr share at 37.1%
* Yosys top cell by area: dfrtp_1
* OpenROAD warning count at 30
* # diodes at 0
* Wirelength, routed at 6.641 mm
* Met2 GRT Util at between 30% and 40%
* Setup TNS at -22.26 ps
* Max_slew headroom at 77.93%
* Synth unique cells at 5
* Max-slew violation count at 0
* FP Util at 52.12%
* Largest net degree at the start of global routing at approximately 65
* Core Region at 0.005140 mm^2
* Post-layout minimum cycle time at around 1100 ps
* Critical path depth at 1
* Final worst setup slack at -19.52 ps
* Grt ovf at 0
* Num ports at approximately 130
* Share of cells above drive strength 1 at a little under 60%
* Initial antenna violation count at 0
* Final hold slack at -106.8 ps
* Port bufs at 130
* DR DRC count at 0
* Cell Rows at 26
* Global-route wire length before repair at 9.673 mm
* Reg power frac at 44.6%
* CP peak stage delay at 410 ps
* Gr busiest metal: met1
* Worst flop-to-flop path endpoint: q_o[28]
* Longest Clk Path Bufs at 2
* HPWL after DPL at between 4 and 5 mm
* Worst vdd ir at 1009 uV
* Sw Ratio at 20.81%
* FF-to-FF path depth at 3
* Pre-antenna DRT Iters at 4
* Hold crit path type: input port to asynchronous set/reset pin
* CP Capture Point: q_o[46]
* Setup slack, reg-to-reg at 80 ps
* Mapped Cells at approximately 140
* Avg Cell Area, Syn at 19.84 um^2
* Met1 Track Usage GR at around two fifths
stage by stage:
step / std cells / power, mW / area [um^2]
3_3_place_gp: 335 / 3.948 / 4056
2_1_floorplan: 135 / 3.154 / 2679
5_1_grt: 373 / 6.357 / 4138
4_1_cts: 370 / 6.146 / 4115
3_5_place_dp: 335 / 3.976 / 4056
6_report: 373 / 6.103 / 4138
worst min-delay path by stage:
stage         end      from  cells after the start
4_1_cts   q_o[50]  resetb_i                      2
5_1_grt   q_o[46]  resetb_i                      2
6_report  q_o[50]  resetb_i                      2
cells in the final DEF (no fill, tap or decap), drive strengths merged:
cell type / count
clkbuf: 15
clkdlybuf4s50: 64
mux2: 64
dfrtp: 64
bufinv: 1
buf: 95
synth_stat cells:
master and n:
buf_12 6, dfrtp_1 64, mux2_2 4, mux2_4 60
buf_6 1
cells by family (layout without fill, tap and decap cells):
kind of cell           count (synthesis)  after routing  synth area share (%)
multiplexers                          64             64                 35.31
flip-flops                            64             64                 59.79
buffers and inverters                  7            175                 4.904
repair_timing:
item,4_1_cts,5_1_grt
hold endpoints to repair,64,64
setup endpoints to repair,64,9
buffers inserted,19,3
gates resized,200,0
routing by layer:
layer	share of wire, %	vias up
met5	0	-
li1	-	796
met2	43	82
met3	9.0	13
met4	1.8	0
met1	46	838
power groups by stage:
stage / sequential (mW) / combinational (mW) / clock, mW
after CTS: 2.72 / 1.11 / 2.32
final: 2.72 / 1.12 / 2.26
after global routing: 2.75 / 1.21 / 2.40
area by class of cell:
type                       count  area [um^2]
sequential                    64         1602
timing repair buffer         159         1266
fill                         348         1002
multi-input combinational     64        945.9
clock buffer                  15        206.4
tap                           70        87.58
clock inverter                 1        30.03
Power figures rest on the tool's default switching activity, not on a simulated workload.
