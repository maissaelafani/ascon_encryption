[config.mk]
export PLATFORM = sky130hd
export DESIGN_NAME = dff_128
export DESIGN_NICKNAME = dff_128
export VERILOG_FILES = /design/flow/design.v
export SDC_FILE = /design/flow/constraint.sdc
export NUM_CORES = 4
export LEC_CHECK = 1
export CORE_AREA = 10 10 177 177
export DIE_AREA = 0 0 187 187
[constraint.sdc]
current_design dff_128

set clk_period 1.0
set clk_io_pct 0.2

create_clock -name clk0 -period $clk_period [get_ports {clock_i}]

set non_clock_inputs [all_inputs -no_clocks]
set_input_delay [expr $clk_period * $clk_io_pct] -clock clk0 $non_clock_inputs
set_output_delay [expr $clk_period * $clk_io_pct] -clock clk0 [all_outputs]
[design.v]
`timescale 1ns/1ps
module dff_128 
(
	input  logic[127:0] d_i, 
	input  logic clock_i, 
	input  logic resetb_i,
	input  logic enable_i,
	output logic[127:0] q_o
);
always_ff @(posedge clock_i or negedge resetb_i)
	begin : seq_0
		if (resetb_i == 0)
			q_o <= {64'h0, 64'h0, 64'h0, 64'h0};
		else if (enable_i == 1)
			q_o <= d_i;
	end : seq_0
endmodule : dff_128
[run.sh]
#!/bin/bash
# OpenROAD 26Q1-2900-gdf79404cd8, Yosys 0.63+post, stock flow scripts
make -C /OpenROAD-flow-scripts/flow DESIGN_CONFIG=/design/flow/config.mk WORK_HOME=/design/flow/orfs finish
==> flow_metrics.rpt <==
RUN METRICS
----------------------------------------------------
[Status]
  Outcome ........................ finished with violations
  Failing checks ........................ negative setup slack

[Power]
  Clock Power Share ........................ 0.452
  Static leakage ........................ 3.44 nW
  Sw Ratio ........................ 0.218
  Total Power Consumption ........................ 14.3 mW
  Net Sw Power ........................ 3.10 mW
  Internal power ........................ 11.2 mW
  Portion of total power attributed to sequential cells ........................ 0.415
  Ratio of total power to cell area ........................ 1800 nW/um2
  Maximum resistive drop on vdd ........................ 791 uV
  Combinational fraction of design power ........................ 0.133

[Detailed routing]
  Via density ........................ 3.48
  Antenna Violating Nets Remaining ........................ 0
  Number of iterations in the first detailed-routing pass ........................ 3
  Diodes inserted ........................ 0
  Number of remaining DRC errors ........................ 0
  Detailed Route WL ........................ 14,700 um
  Vias after detailed routing ........................ 3,298
  Routed wire length per instance ........................ 15.5 um
  Drt first-iter violations ........................ 88

[Clock network]
  Late-Pin Clk Latency ........................ 0.40 ns
  Clock tree buffer depth ........................ 2
  Clock tree from TritonCTS ........................ yes
  Total clock sinks ........................ 128
  H-tree levels ........................ 4
  Clock slew at the register clock pins of the worst setup and hold paths ........................ 0.06 ns
  Master cell of the clock root buffer ........................ clkbuf_16
  Number of buffers inserted during clock tree synthesis ........................ 17

[Floorplan]
  Number of cell rows ........................ 61
  IO Count ........................ 259
  Starting Density ........................ 0.175
  Die area ........................ 35,000 um2
  Die height ........................ 187 um
  Chip width ........................ 187 um
  Placeable core area ........................ 27,600 um2

[Logic synthesis]
  Number of instances in the synthesized netlist ........................ 270
  Share of the yosys chip area belonging to registers ........................ 0.664
  Async SR Flop Fraction ........................ 1.00
  Largest area contributor in the netlist ........................ dfrtp_1
  Top cell types by occurrence after synthesis ........................ dfrtp_1, mux2_2, clkbuf_8, buf_6
  Register bit total from synthesis ........................ 128
  Ys flop type ........................ dfrtp_1
  Yosys stat cell total ........................ 270
  Avg Synthesized Cell Area ........................ 17.9 um2
  Top cells by area, synth ........................ dfrtp_1, mux2_2, clkbuf_8
  Top cell area share ........................ 0.664
  YS chip area ........................ 4820 um2
  Post-synthesis cell type count ........................ 4
  Total of warnings raised by yosys ........................ 1
  Post-synthesis instance area ........................ 4820 um2
  Post-synth tally of flip-flops with integrated enable ........................ 0

[Setup path]
  Data arrival time of the critical path ........................ 0.92 ns
  Class of the most critical setup path ........................ register to output pin
  Maximum fanout count along the critical path ........................ 2
  Category of cells accounting for the largest share of critical-path delay ........................ flip-flops
  Crit-path cells ........................ buf_2
  Crit start category ........................ register
  Max incr delay on CP ........................ 0.38 ns
  Number of buffer and inverter stages on the critical path ........................ 1
  Endpoint kind of the worst setup timing path ........................ output pin
  Required @ worst endpoint ........................ 0.80 ns
  Standard cell with the maximum stage delay on the critical path ........................ dfrtp_1

[Timing]
  RSZ-0062 raised after global routing ........................ yes
  Final Hold Slack ........................ 0.361 ns
  Final Slew Violations ........................ 0
  Count of final hold-check violations ........................ 0
  Tmin final ........................ 1.12 ns
  Setup TNS ........................ -11.69 ns
  Share of the clock period used by the worst path ........................ 1.12
  Crit path setup slack, layout ........................ -0.116 ns
  Worst-case headroom to the max-slew limit ........................ 0.779
  Worst-Margin Slew ........................ 0.331 ns
  # setup viols final ........................ 128
  Max Freq ........................ 896 MHz
  Worst Skew ........................ 0 ns

[Global route]
  Total global routing overflow ........................ 0
  First-pass GRT wire length ........................ 23,400 um
  Most Used Layer, Global Route ........................ met2
  Met1 global-route usage ........................ 0.111
  Vias in the first global route ........................ 3,664
  Fraction of met3 tracks used by global routing ........................ 0.0373
  Initial antenna violation count ........................ 0
  Total track usage ........................ 0.0852
  Pin count of the biggest net entering global routing ........................ 59
  Met2 layer usage reported by global route ........................ 0.135

[Finish]
  Top Registers ........................ q_o (128)
  Area delta synth->final ........................ 63.9%
  Largest register by flop count ........................ q_o
  Number of fill cells ........................ 2,865
  Combinational gate area ........................ 1440 um2
  Max FFs per register ........................ 128
  Share of cells above drive strength 1 ........................ 0.543
  Final core utilization ........................ 0.286
  Sequential cell area ........................ 3200 um2
  Fin cells ........................ 947

[Hold path]
  Path category of the worst min-delay check ........................ input pin to register

[Place]
  Routability-driven placement congestion ratio ........................ 0.737
  Instance count after placement with tap cells included ........................ 902
  HPWL after DPL ........................ 11,100 um
  Count of buffers inserted at the top-level ports ........................ 258

[Job]
  Max-cap viol count ........................ 0
  Number of warnings in the stage logs ........................ 27

----------------------------------------------------
-- layout make-up --
cell class              instances  area share
well taps                     378      0.0599
multi-input cells             128       0.182
clock inverters                 9      0.0166
flip-flops and latches        128       0.405
repair buffers                281       0.275
clock buffers                  23      0.0605
-- layer usage --
| layer | share of wire | routed length, um |
|---|---|---|
| met5 | 0 | 0 |
| met4 | 0.0082 | 121 |
| met3 | 0.089 | 1300 |
| met2 | 0.48 | 6980 |
| met1 | 0.43 | 6290 |
-- final timing paths --
kind	from	slack [ns]	cells after the start	to
max in group asynchronous	resetb_i	0.22	3	q_o[126]
setup reg to reg	q_o[76]	0.03	3	q_o[76]
hold / removal	enable_i	0.36	3	q_o[75]
hold reg to reg	q_o[71]	0.50	1	q_o[71]
min in group asynchronous	resetb_i	0.50	3	q_o[55]
setup / recovery	q_o[23]	-0.12	1	q_o[23]
-- worst min-delay path: cells and delay by family --
kind	cells	cell delay (ns)
mux	1	0.17
buf+inv	2	0.36
-- metrics by stage --
stage | setup slack, ns | cell area [um2]
floorplan | 0.0622 | 4820
global placement | -0.129 | 7830
detailed placement | -0.140 | 7830
CTS | -0.160 | 7890
global route | -0.175 | 7900
finish | -0.116 | 7900
-- logic make-up (layout without fill, tap and decap cells) --
family   count (synthesis)  in the layout  synth area share
flops                  128            128             0.664
buf+inv                 14            313            0.0368
mux                    128            128             0.299
-- power by group through the flow --
stage     Sequential, mW  Combinational, mW  Clock [mW]
6_report            5.92               1.89        6.44
5_1_grt             6.00               2.10        6.97
4_1_cts             5.93               1.95        6.76
-- cell usage in the layout (no fill, tap or decap) --
master,n
clkinv_2,2
dfrtp_1,128
clkinv_4,1
clkbuf_1,3
clkdlybuf4s50_1,128
buf_4,19
clkinvlp_4,3
dlygate4sd3_1,1
bufinv_16,3
buf_12,5
clkbuf_8,3
buf_2,128
clkbuf_16,17
mux2_2,128
-- timing repair --
action	4_1_cts	5_1_grt
gates cloned	0	0
gates resized	429	0
hold buffers	1	0
endpoints found under the setup margin	128	130
endpoints found under the hold margin	128	0
buffers inserted	10	2
Power is estimated from default activity; no workload was simulated.
